File: ./run.sh
#!/bin/bash
# OpenROAD 26Q1-2900-gdf79404cd8, Yosys 0.63+post, stock flow scripts
make -C /OpenROAD-flow-scripts/flow DESIGN_CONFIG=/design/flow/config.mk WORK_HOME=/design/flow/orfs finish
File: ./config.mk
export PLATFORM = sky130hd
export DESIGN_NAME = Q15Madder
export DESIGN_NICKNAME = Q15Madder
export VERILOG_FILES = /design/flow/design.v
export SDC_FILE = /design/flow/constraint.sdc
export NUM_CORES = 4
export LEC_CHECK = 1
export CORE_UTILIZATION = 30
File: ./constraint.sdc
current_design Q15Madder

set clk_period 64.7
set clk_io_pct 0.2

create_clock -name clk0 -period $clk_period

set non_clock_inputs [all_inputs -no_clocks]
set_input_delay [expr $clk_period * $clk_io_pct] -clock clk0 $non_clock_inputs
set_output_delay [expr $clk_period * $clk_io_pct] -clock clk0 [all_outputs]
File: ./design.v
`timescale 1ns/1ps
module Q15Adder (
  input signed [63:0] a,
  input signed [63:0] b,
  output signed [63:0] res
);
  wire a_sign, a_nan, a_zero, a_inf;
  Q15Decoder decode_a(
    .data(a),
    .sign(a_sign),
    .nan (a_nan),
    .zero(a_zero),
    .inf (a_inf)
  );
  wire b_sign, b_nan, b_zero, b_inf;
  Q15Decoder decode_b(
    .data(b),
    .sign(b_sign),
    .nan (b_nan),
    .zero(b_zero),
    .inf (b_inf)
  );
  wire nan = a_nan | b_nan | (a_inf & b_inf);
  wire signed [64:0] a_extended = {a_sign, a};
  wire signed [64:0] b_extended = {b_sign, b};
  wire signed [64:0] sum_extended = a_extended + b_extended;
  wire signed [63:0] sum = sum_extended[63:0];
  wire sum_sign = sum[63];
  wire a_b_same_sign   = a_sign ==   b_sign ? 1 : 0;
  wire a_sum_diff_sign = a_sign != sum_sign ? 1 : 0;
  wire overflow = a_inf | b_inf | (a_b_same_sign & a_sum_diff_sign);
  assign res =
    nan      ? 64'h8000000000000000 :
    overflow ? (sum_sign ? 64'h7fffffffffffffff : 64'h8000000000000001) :
               sum;
endmodule
`timescale 1ns/1ps
module Q15Decoder (
  input [63:0] data,
  output sign,
  output nan,
  output zero,
  output inf
);
  assign sign = data[63];
  assign inf = (data == 64'h8000000000000001 ? 1 : 0) | (data == 63'h7fffffffffffffff ? 1 : 0);
  assign zero = data[62:0] == 0 ? 1 : 0;
  assign nan = sign & zero;
endmodule
`timescale 1ns/1ps
module Q15Madder (
  input signed [63:0] a,
  input signed [63:0] b,
  input signed [63:0] c,
  output signed [63:0] res
);
  wire signed [63:0] prod;
  Q15Multiplier mul(
    .a(a),
    .b(b),
    .res(prod)
  );
  wire signed [63:0] sum;
  wire add_nan;
  Q15Adder add(
    .a(prod),
    .b(c),
    .res(sum)
  );
  assign res = sum;
endmodule
`timescale 1ns/1ps
module Q15Multiplier (
  input signed [63:0] a,
  input signed [63:0] b,
  output signed [63:0] res
);
  wire a_sign, a_nan, a_zero, a_inf;
  Q15Decoder decode_a(
    .data(a),
    .sign(a_sign),
    .nan (a_nan),
    .zero(a_zero),
    .inf (a_inf)
  );
  wire b_sign, b_nan, b_zero, b_inf;
  Q15Decoder decode_b(
    .data(b),
    .sign(b_sign),
    .nan (b_nan),
    .zero(b_zero),
    .inf (b_inf)
  );
  wire signed [126:0] a_extended = {{63{a_sign}}, a};
  wire signed [126:0] b_extended = {{63{b_sign}}, b};
  wire signed [126:0] product_extended = a_extended * b_extended;
  wire signed [63:0]  product = product_extended[111:48];
  wire product_sign  = product[63];
  wire expected_sign = (a_sign ^ b_sign) & !a_zero & !b_zero;
  wire overflow = a_inf | b_inf | (product_sign != expected_sign ? 1 : 0);
  wire nan = a_nan | b_nan | (a_inf & b_inf);
  assign res =
    nan      ? 64'h8000000000000000 :
    overflow ? (expected_sign ? 64'h7fffffffffffffff : 64'h8000000000000001) :
               product;
endmodule
==> flow_metrics.py <==
# Auto-generated metrics
metrics = {
    "run_status": {
        "status": "finished, violations left",
        "failed_checks": "max-capacitance violations, max-slew violations",
    },
    "yosys": {
        "avgSynthCellArea_um2": 8.92,
        "synth_cell_types": 84,
        "synth_area_mm2": 0.133,
        "ys_warn_count": 0,
        "ys_seq_share_pct": 0,
        "yosysTopAreaCell": "fa_1",
        "yosysTopAreaCellShare_pct": 60.9,
        "ys_chip_area_mm2": 0.133,
        "top_cells_by_area": "fa_1 61%, inv_1 11%, nand2_1 8.1%, and2_1 5.7%, ha_1 4.5%",
        "synth_cells": 15000,
        "yosys-stat-cells": 15000,
    },
    "sta": {
        "setup_viol": 0,
        "maxSlewViolCount": 5,
        "rsz0062_at_grt": "no",
        "relSlewSlack_pct": -1.90,
        "worst_slew_pin_slew_ns": 1.51,
        "post-route-min-period_ns": 43.29,
        "setup_tns_ns": 0,
        "hold_viol_final": 0,
        "fmax_mhz": 23.1,
        "fin_crit_sh_pct": 66.9,
        "layout_setup_ws_ns": 21.41,
    },
    "die": {
        "die_area_mm2": 0.447,
        "num_io_pins": 256,
        "die_height_um": 669,
        "fp.dieW_um": 669,
        "fp_util_pct": 30.2,
        "rows": 244,
        "core_area_mm2": 0.442,
    },
    "global_routing": {
        "grt_max_degree": 67,
        "grt_pass1_wl_um": 705000,
        "grt_pass1_vias": 109000,
        "antenna_found_initial": 36,
        "grt_overflow": 0,
        "grt_use_total_pct": 22.6,
    },
    "finish": {
        "clkbuf_count": 0,
        "drive_gt1_share_pct": 3.30,
        "most-common-layout-cells": "4,057 x fa_1, 3,933 x inv_1, 2,880 x nand2_1, 1,206 x and2_1, 479 x ha_1",
        "flop-count": 0,
        "nFillCells": 46000,
        "design_area_mm2": 0.141,
        "area_growth_pct": 6.03,
        "final-seq-area_um2": 0,
        "mostFrequentLayoutCell": "fa_1",
    },
    "placed_design": {
        "dpl-instance-area_mm2": 0.141,
        "place.port_buffers": 256,
        "dp_slack_ns": 21.34,
        "hpwl_um": 380000,
        "gp_congestion": 1.01,
    },
    "flow_run": {
        "cap_viol_max_count": 1,
        "warnings": 32,
    },
    "cts": {
        "postCtsHoldBufs": 0,
        "postCtsResizedCells": 0,
        "post_cts_buffers": 0,
    },
    "critical_path": {
        "cp_common_cell": "fa_1",
        "start_kind": "input port",
        "end_kind": "output port",
        "required_ns": 51.76,
        "worstPathMaxFanout": 65,
        "slowest_delay_ns": 1.00,
        "slowest_stage": "fa_1",
        "cp.arrival_ns": 30.35,
        "path_class": "input port to output port",
    },
    "drt": {
        "vias": 97000,
        "initialDrtViolationCount": 4239,
        "avgRoutedWirePerCell_um": 22.3,
        "finalWirelength_um": 456000,
        "drt_pass1_iterations": 6,
        "detail-route-antenna-nets": 0,
        "drcViolationCount": 0,
        "viasPerCell": 4.74,
    },
    "min_path": {
        "hold_path_class": "input port to output port",
    },
}
## kinds of logic after synthesis
| group | synth area share, % |
|---|---|
| buf+inv | 13.8 |
| fa+ha+maj | 65.4 |
| compound gates | 3.40 |
| simple gates | 16.1 |
| mux | 0.0169 |
| xor+xnor | 1.22 |
## through the flow
step | std cells | hold WS (ns) | utilization [%]
2_1_floorplan | 15000 | 26.03 | -
3_3_place_gp | 20500 | 27.19 | 32.0
3_5_place_dp | 20500 | 27.17 | 32.0
4_1_cts | 20500 | 27.18 | 32.0
5_1_grt | 20500 | 27.25 | 32.0
6_report | 20500 | 27.18 | 32.0
## cell type report
cell class / instances / area (um2) / share of cell area [%]
tap: 5904 / 7390 / 5.23
timing repair buffer: 555 / 4210 / 2.98
antenna: 21 / 52.6 / 0.0372
inverter: 3934 / 14800 / 10.4
multi-input combinational: 10100 / 115000 / 81.3
## per-layer routing
metal,wire (um),up-vias,global-route usage (%)
met2,209000,4759,34.0
met1,165000,50100,28.0
met4,22400,18,8.09
met5,192,-,0.347
met3,59700,839,12.1
li1,-,41200,-
## path summary, 6_finish.rpt
check  start  endpoint  slack (ns)  cells after the start
max    a[63]    res[4]       21.41                     55
min     c[0]    res[0]       27.18                      5
## worst max-delay path, delay by kind of cell
family	cells	cell delay, ns
AND-OR/OR-AND	17	4.52
XOR/XNOR	2	0.68
adder cells (fa/ha/maj)	12	6.89
buffers and inverters	15	3.94
AND/OR/NAND/NOR	9	1.23
## synthesized netlist by cell type, drive strengths merged, types with 4 or more instances
cell,n
a211oi,17
a21boi,7
a21o,73
a21oi,243
a221o,4
a221oi,8
a31o,6
a31oi,28
a41oi,6
and2,1207
and3,18
buf,60
clkbuf,894
fa,4057
ha,479
inv,3934
nand2,2883
nand2b,31
nand3,38
nand4,116
nand4b,7
nor2,137
nor2b,55
nor3,36
nor4,81
nor4b,4
o2111ai,6
o211ai,16
o21a,79
o21ai,128
o21bai,34
o31ai,13
or2,5
or3,9
or4,4
xnor2,132
xor2,49
